[./design.v]
module ECE429_Fetch(clk_in, pc_out, pc_decode_out, rw_out, stall_in, access_size_out);
input clk_in;
input stall_in;
output [0:31] pc_out;
output [0:31] pc_decode_out;
output rw_out;	 
output [0:1] access_size_out;	 
reg [0:31] program_counter;
assign pc_out = program_counter;
assign pc_decode_out = program_counter;
assign access_size_out = 2'b11;
assign rw_out = 1'b0;
initial begin
	program_counter = 32'h80020000;
end
always @ (negedge clk_in)
begin
	if (!stall_in) begin
		program_counter = program_counter + 4; 
	end
end
endmodule
[./config.mk]
export PLATFORM = sky130hd
export DESIGN_NAME = ECE429_Fetch
export DESIGN_NICKNAME = ECE429_Fetch
export VERILOG_FILES = /design/flow/design.v
export SDC_FILE = /design/flow/constraint.sdc
export NUM_CORES = 4
export LEC_CHECK = 1
export CORE_UTILIZATION = 40
[./constraint.sdc]
current_design ECE429_Fetch

set clk_period 6.9
set clk_io_pct 0.2

create_clock -name clk0 -period $clk_period [get_ports {clk_in}]

set non_clock_inputs [all_inputs -no_clocks]
set_input_delay [expr $clk_period * $clk_io_pct] -clock clk0 $non_clock_inputs
set_output_delay [expr $clk_period * $clk_io_pct] -clock clk0 [all_outputs]
[./run.sh]
#!/bin/bash
# OpenROAD 26Q1-2900-gdf79404cd8, Yosys 0.63+post, stock flow scripts
make -C /OpenROAD-flow-scripts/flow DESIGN_CONFIG=/design/flow/config.mk WORK_HOME=/design/flow/orfs finish
==> changes_impl.md <==
### Physical design

* Run status: complete, no violations
* Largest cells by area: sky130_fd_sc_hd__edfxtp_1, sky130_fd_sc_hd__buf_4, sky130_fd_sc_hd__xnor2_1
* Dominant kind of combinational cell: simple AND/OR/NAND/NOR gates
* Number of global-route vias before repair at 1133
* Xor and xnor area share after synthesis at 13.9%
* Classification of the worst-slack hold path: flip-flop to flip-flop
* Synthesized instance count at 152
* Sequential cell fraction of total power at 41.9%
* Fraction of met1 tracks used by global routing at between 20 and 25%
* Number of DRC violations after detailed-routing iteration 0 at 76
* Share of cells above drive strength 1 at 6.88%
* Boundary pin count at 69
* Relative contribution of combinational cells to total power at approximately a tenth
* Critical path launch point: program_counter[9]
* Synthesis area per yosys at 0.00176 sq mm
* Design internal power at about 0.43 mW
* Biggest area consumer among synthesized cells: sky130_fd_sc_hd__edfxtp_1
* CTS Hold Buffers Added at 0
* P&R area growth vs syn at 37.5%
* Launching element type of the critical path: flip-flop
* Mux cell area share at 0%
* Total power consumption of the routed design at 0.561 mW
* Met3 track demand over resource in global routing at under 10%
* Wire per inst at 11.7 um
* TritonCTS clock tree: done
* Share of total power consumed by net switching at 24.2%
* Dpl cells at 232
* Critical path data arrival time at approximately 4800 ps
* Antenna diode count at 0
* Global-route congestion overflow total at 0
* Cell at the root of the clock tree: sky130_fd_sc_hd__clkbuf_8
* Netlist area before placement at 0.00176 sq mm
* Yosys warns at 1
* Wire length of the first global-routing pass at 4.97 mm
* # port buffers at 61
* Clock Tree Buf Depth at 2
* Area leader share at 51.2%
* Die x size at between 60 and 70 um
* Flops & latches, synth at 30
* Mean instance size in the synthesized netlist at 11.6 sq um
* Remaining antenna violation count after routing at 0
* Core Util at FP at 42.7%
* Vias post-DR at about 1300
* Number of CTS-inserted buffers at 5
* Router iterations before antenna repair at 4
* Met2 track demand over resource at 18.9%
* Global placement routability congestion at 0.755
* Adders+Majority by Area at 0.711%
* Slew at the pin closest to its max-slew limit at 562 ps
* Number of max-cap violations at 0
* Crit end category: output port
* Worst setup endpoint: pc_out[9]
* Number of rows created at floorplan at 23
* Worst Skew at ~14 ps
* Library cells used by synthesis at 20
* Proportion of register bits with asynchronous set or reset after synthesis at 0%
* Leakage power figure at 0.977 nW
* Max-Slew Margin vs Limit at just over 60%
* Switching pwr at 0.136 mW
* Sequential cell area fraction in the yosys report at 51.2%
* Most crowded layer after global routing: met1
* Number of vias per cell at roughly 4.7
* Category of cells accounting for the largest share of critical-path delay: buffers and inverters
* Relative contribution of the clock network to total power at 48.3%
* Detailed Place HPWL at 2.08 mm
* Critical Path Max Stage Delay at 510 ps
* Worst reg-to-reg setup slack at 4900 ps
* Flip-flops with a built-in enable at 30
* Total die size at 0.00467 sq mm
* CP Class: flip-flop to output port
* Die Height at around 68 um
* Drt total wl at 3.14 mm
* Yosys cell count at 152
* Largest register FFs at 30
* OpenROAD warnings at around 55
* Fin. Hold Viols at 0
* Pin count of the biggest net entering global routing at 31
* Insertion Delay late pin at 340 ps
* RSZ-0062 raised after global routing: false
* Buffers plus inverters on the worst setup path at 1
* Final std cells w/o fill at roughly 270
* Clock Sink Count at 30
* Number of resized instances in the post-cts repair step at 0
* Maximum level of the CTS H-tree at 2
* Worst voltage drop across the vdd grid at 0.141 mV
* Final setup viols at 0
* WP depth at 1
* Core region area at 0.00412 sq mm
* Reg-to-Reg Start: program_counter[29]
* Critical path, cell by cell: clkdlybuf4s50_1
* Req. time, crit path at 5520 ps
* Clock slew at reported path FFs at 30 ps
* Post-synthesis simple-gate area fraction at 17.1%
* Antenna violations before repair at 0
* DRC violation count after routing at 0
* Synthesized-area fraction occupied by ao, oa, aoi and oai cells at 0%
* Post CTS Setup Buffer Count at 0
* Slowest CP cell: sky130_fd_sc_hd__clkdlybuf4s50_1
* Total GRT Usage at roughly 15%
* R2R cell count at 5
* Sum Neg Setup Slack at 0 ps
* Pwr/cell area at 232 mW/mm^2
* Worst R2R End: program_counter[3]
* Final Max Tran Viols at 0
* Largest fanout on the critical path at 8
* Main flop type after synthesis: sky130_fd_sc_hd__edfxtp_1
* Worst hold-check slack at 608 ps
## layout make-up
| class | instances | area, sq um |
|---|---|---|
| fillers | 345 | 1700 |
| clock inverters | 32 | 173 |
| flip-flops and latches | 30 | 901 |
| repair buffers | 62 | 618 |
| clock buffers | 5 | 68.8 |
| multi-input cells | 86 | 584 |
| inverters | 3 | 11.3 |
| well taps | 50 | 62.6 |
## metrics by stage
stage	utilization (%)	setup slack [ps]	cell area, sq um
after CTS	58.8	731	2420
after floorplan	-	1100	1780
after global routing	58.8	643	2420
after detailed placement	53.0	897	2180
after global placement	53.0	920	2180
final	58.8	738	2420
## cell usage in the layout (no fill, tap or decap), types with 2 or more instances in the layout
cell type / instances
sky130_fd_sc_hd__bufinv_16: 2
sky130_fd_sc_hd__xor2_1: 7
sky130_fd_sc_hd__edfxtp_1: 30
sky130_fd_sc_hd__clkbuf_8: 5
sky130_fd_sc_hd__nand3_1: 10
sky130_fd_sc_hd__nand4_1: 9
sky130_fd_sc_hd__nand2_1: 10
sky130_fd_sc_hd__xnor2_1: 21
sky130_fd_sc_hd__nor4_4: 2
sky130_fd_sc_hd__clkdlybuf4s50_1: 61
sky130_fd_sc_hd__nor2_1: 7
sky130_fd_sc_hd__or2_2: 2
sky130_fd_sc_hd__nor3_1: 3
sky130_fd_sc_hd__conb_1: 7
sky130_fd_sc_hd__and3_1: 2
sky130_fd_sc_hd__inv_1: 33
## cell families (layout without fill, tap and decap cells)
logic type,count (synthesis),in the layout
and+or+nand+nor,50,50
adders and majority gates,1,1
other,2,7
DFF,30,30
buffers and inverters,41,102
xor gates and xnor gates,28,28
## synth_stat cells, drive strengths merged (2+ instances only)
| library cell | count |
|---|---|
| buf | 37 |
| edfxtp | 30 |
| xnor2 | 21 |
| nand3 | 11 |
| nand2 | 10 |
| nand4 | 10 |
| nor2 | 7 |
| xor2 | 7 |
| inv | 4 |
| nor3 | 3 |
| and3 | 2 |
| and4 | 2 |
| conb | 2 |
| nor4 | 2 |
| or2 | 2 |
## power by group through the flow
stage / Clock, mW / Combinational [mW] / Sequential, mW
4_1_cts: 0.282 / 0.0562 / 0.236
5_1_grt: 0.304 / 0.0615 / 0.238
6_report: 0.271 / 0.0550 / 0.235
## how the worst min path moves through the flow
| stage | cells after the start | slack (ps) | start | end |
|---|---|---|---|---|
| finish | 1 | 610 | program_counter[0] | program_counter[0] |
| CTS | 1 | 620 | program_counter[0] | program_counter[0] |
| global route | 1 | 650 | program_counter[0] | program_counter[0] |
## routing by layer
layer  routed length, um  up-vias
met2                1410       56
met4                  35        0
met5                   0        -
met1                1480      581
li1                    -      612
met3                 219        4
Power and IR drop assume default switching activity.
